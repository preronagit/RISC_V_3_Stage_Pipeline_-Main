===== constraint.sdc =====
current_design Mux_3_by_1

set clk_period 4.6
set clk_io_pct 0.2

create_clock -name clk0 -period $clk_period

set non_clock_inputs [all_inputs -no_clocks]
set_input_delay [expr $clk_period * $clk_io_pct] -clock clk0 $non_clock_inputs
set_output_delay [expr $clk_period * $clk_io_pct] -clock clk0 [all_outputs]

===== memfile.hex =====
@00000000
00500293
00300313
006283B3
00002403
00100493
00940533

===== design.v =====
module fetch_cycle (clk,rst,PCSrcE,PCTargetE,InstrD,PCD,PCPlus4D);
input clk, rst, PCSrcE;
input [31:0] PCTargetE;
output [31:0] InstrD, PCD, PCPlus4D;
wire [31:0] PC_F,PCF,PCPlus4F;
wire [31:0] InstrF;
reg [31:0] InstrF_reg;
reg [31:0] PCF_reg;
reg [31:0] PCPlus4F_reg;
Mux PC_MUX (.a(PCPlus4F),
            .b(PCTargetE),
            .s(PCSrcE),
            .c(PC_F));
PC_Module Program_Counter (.PC_NEXT(PC_F),
                            .PC(PCF),
                            .rst(rst),
                            .clk(clk));
Instruction_Memory IMEM (.A(PCF),
                        .rst(rst),
                        .RD(InstrF));
PC_Adder PC_adder (.a(PCF),
                  .b(32'h00000004),
                  .c(PCPlus4F),
                  .s()
                  );
always @(posedge clk or negedge rst) begin
    if(rst==1'b0) begin
        InstrF_reg <= 32'h00000000;
        PCF_reg <= 32'h00000000;
        PCPlus4F_reg <= 32'h00000000;
    end
    else begin
        InstrF_reg <= InstrF;
        PCF_reg <= PCF;
        PCPlus4F_reg <= PCPlus4F;
    end
end
assign InstrD = (rst==1'b0) ? 32'h00000000 : InstrF_reg;
assign PCD = (rst==1'b0) ? 32'h00000000 : PCF_reg;
assign PCPlus4D = (rst==1'b0) ? 32'h00000000 : PCPlus4F_reg;
endmodule
module execute_cycle(clk, rst, InstrD, PCD, PCPlus4D, ResultW, RDW, RegWriteW, ResultSrcW, ALUResultW, ReadDataW, PCPlus4W, PCSrcE, PCTargetE );
input clk, rst;
input [31:0] InstrD, PCD , PCPlus4D, ResultW;
output [4:0] RDW;
output RegWriteW, ResultSrcW, PCSrcE;
output [31:0] ALUResultW, ReadDataW, PCPlus4W;
output [31:0] PCTargetE;
wire [31:0] RD1_Ex, RD2_Ex, Imm_Ext_Ex, Src_B, ALUResult_Ex, ReadDataEx;
wire RegWriteEx, ALUSrcEx, MemWriteEx, ResultSrcEx, BranchEx, ZeroEx;
wire [1:0] ImmSrcEx;
wire [2:0] ALUControlEx;
reg RegWriteEx_reg, ResultSrcEx_reg;
reg [31:0] ALU_Result_Ex_reg, ReadDataEx_reg, PCPlus4D_reg;
reg [4:0] RDEx_reg;
Control_Untit_Top control (.Op(InstrD[6:0]),
                           .RegWrite(RegWriteEx),
                           .ImmSrc(ImmSrcEx),
                           .ALUSrc(ALUSrcEx),
                           .MemWrite(MemWriteEx),
                           .ResultSrc(ResultSrcEx),
                           .Branch(BranchEx),
                           .funct3(InstrD[14:12]),
                           .funct7(InstrD[31:25]),
                           .ALUControl(ALUControlEx));
Register_File rf (.A1(InstrD[19:15]),
                  .A2(InstrD[24:20]),
                  .A3(RDW),
                  .WD3(ResultW),
                  .WE3(RegWriteEx),
                  .clk(clk),
                  .rst(rst),
                  .RD1(RD1_Ex),
                  .RD2(RD2_Ex));
Sign_Extend extension (.In(InstrD),
                       .Imm_Ext(Imm_Ext_Ex),
                       .ImmSrc(ImmSrcEx[0]));
Mux alu_src_mux (.a(RD2_Ex),
         .b(Imm_Ext_Ex),
         .s(ALUSrcEx),
         .c(Src_B));
alu alu (.A(RD1_Ex),  
         .B( Src_B),
         .ALUControl(ALUControlEx),
         .Result(ALUResult_Ex),
         .Z(ZeroEx),
         .N(),
         .V(),
         .C());
PC_Adder branch_adder (.a(PCD),
                    .b(Imm_Ext_Ex),
                    .c(PCTargetE),
                    .s());    
Data_Memory dmem (.A(ALUResult_Ex),
                  .WD3(RD2_Ex),
                  .clk(clk),
                  .rst(rst),
                  .WE(MemWriteEx),
                  .RD(ReadDataEx));
always @ (posedge clk or negedge rst) begin
    if(rst == 1'b0) begin
         RegWriteEx_reg <= 1'b0;
         ResultSrcEx_reg <= 1'b0;
         ALU_Result_Ex_reg <= 32'h00000000;
          ReadDataEx_reg <= 32'h00000000; 
          PCPlus4D_reg <= 32'h00000000;
          RDEx_reg <= 5'b00000;
    end
    else begin
        RegWriteEx_reg <= RegWriteEx;
         ResultSrcEx_reg <= ResultSrcEx;
         ALU_Result_Ex_reg <= ALUResult_Ex;
          ReadDataEx_reg <= ReadDataEx; 
          PCPlus4D_reg <= PCPlus4D;
          RDEx_reg <= InstrD[11:7];
    end
end                  
assign RDW = RDEx_reg;
assign RegWriteW = RegWriteEx_reg;
assign ResultSrcW = ResultSrcEx_reg;
assign ALUResultW = ALU_Result_Ex_reg;
assign ReadDataW = ReadDataEx_reg;
assign PCPlus4W = PCPlus4D_reg;
assign PCSrcE = (rst == 1'b0)? 1'b0 : (ZeroEx & BranchEx) ;    
endmodule
module writeback_cycle (clk, rst, ALUResultW, ResultSrcW, ReadDataW, PCPlus4W, ResultW);
input clk, rst, ResultSrcW;
input [31:0] ReadDataW, PCPlus4W, ALUResultW;
output [31:0] ResultW;
Mux result_mux (.a(ALUResultW),
                .b(ReadDataW),
                .s(ResultSrcW),
                .c(ResultW));
endmodule
module PC_Module(PC_NEXT,PC,rst,clk);
input [31:0] PC_NEXT;
input rst,clk;
output reg [31:0] PC;
always @(posedge clk) begin
    if(rst==1'b0) begin
        PC <= 32'h00000000;
    end
    else begin
        PC <= PC_NEXT;
    end
end
endmodule
module PC_Adder (a,b,c,s);
input [31:0] a,b;
input s;
output [31:0] c;
assign c = a+b;
endmodule
module Instruction_Memory(A,rst,RD);
input [31:0] A;
input rst;
output [31:0] RD;
reg [31:0] Mem [1023:0];  
assign RD =  (rst==1'b0)? 32'h00000000 : Mem[A[31:2]];  
initial begin
    $readmemh("memfile.hex",Mem);
end
endmodule
module ALU_Decoder(ALUOp,funct3,funct7,op,ALUControl);
    input [1:0]ALUOp;
    input [2:0]funct3;
    input [6:0]funct7,op;
    output [2:0]ALUControl;
    assign ALUControl = (ALUOp == 2'b00) ? 3'b000 :
                        (ALUOp == 2'b01) ? 3'b001 :
                        ((ALUOp == 2'b10) & (funct3 == 3'b000) & ({op[5],funct7[5]} == 2'b11)) ? 3'b001 : 
                        ((ALUOp == 2'b10) & (funct3 == 3'b000) & ({op[5],funct7[5]} != 2'b11)) ? 3'b000 : 
                        ((ALUOp == 2'b10) & (funct3 == 3'b010)) ? 3'b101 : 
                        ((ALUOp == 2'b10) & (funct3 == 3'b110)) ? 3'b011 : 
                        ((ALUOp == 2'b10) & (funct3 == 3'b111)) ? 3'b010 : 
                                                                  3'b000 ;
endmodule                                                                   
module main_decoder (op,RegWrite,MemWrite,ResultSrc,ALUSrc,ImmSrc,ALUOp,Branch);
input [6:0] op;
output RegWrite, MemWrite, ResultSrc, ALUSrc, Branch;
output [1:0] ImmSrc, ALUOp;
assign RegWrite = ((op==7'b0000011)| (op==7'b0110011) ) ? 1'b1 : 1'b0;
assign MemWrite = (op==7'b0100011) ? 1'b1 : 1'b0;
assign ResultSrc = (op==7'b0000011) ? 1'b1 : 1'b0;
assign ALUSrc = ((op==7'b0000011)| (op==7'b0100011) | (op==7'b0010011)) ? 1'b1 : 1'b0;
assign Branch = (op==7'b1100011) ? 1'b1 : 1'b0;
assign ImmSrc = (op==7'b0100011) ? 2'b01 : (op==7'b1100011) ? 2'b10 : 2'b00;
assign ALUOp =  (op==7'b0110011) ? 2'b10 : (op==7'b1100011) ? 2'b01 : 2'b00;
endmodule 
module Control_Untit_Top(Op,RegWrite,ImmSrc,ALUSrc,MemWrite,ResultSrc,Branch,funct3,funct7,ALUControl);
input [6:0] Op , funct7;
input [2:0] funct3;
output [1:0] ImmSrc;
output RegWrite,ALUSrc,MemWrite,ResultSrc,Branch;
output [2:0] ALUControl;
wire [1:0] ALUOp;
main_decoder main_decoder (.op(Op),
                           .RegWrite(RegWrite),
                           .MemWrite(MemWrite),
                           .ResultSrc(ResultSrc),
                           .ALUSrc(ALUSrc),
                           .ImmSrc(ImmSrc),
                           .ALUOp(ALUOp),
                           .Branch(Branch));
ALU_Decoder ALU_Decoder(.ALUOp(ALUOp),
                        .funct3(funct3),
                        .funct7(funct7),
                        .op(Op),
                        .ALUControl(ALUControl));                           
endmodule
module Register_File (A1,A2,A3,WD3,WE3,clk,rst,RD1,RD2);
input [4:0] A1,A2,A3;
input [31:0] WD3;
input clk,rst,WE3;
output [31:0] RD1,RD2;
reg[31:0] Registers[31:0];
assign RD1 = (!rst)? 32'h00000000 : Registers[A1];
assign RD2 = (!rst)? 32'h00000000 : Registers[A2];
always @(posedge clk) begin
    if(WE3) begin
        Registers[A3] <= WD3;
    end
end
initial begin
    Registers[0] = 32'b00000000;
end
endmodule
module Sign_Extend (In,Imm_Ext,ImmSrc);
input[31:0] In;
input ImmSrc;
output [31:0] Imm_Ext;
assign Imm_Ext = (ImmSrc == 1'b1) ? ({{20{In[31]}},In[31:25],In[11:7]}) :
                                    {{20{In[31]}},In[31:20]};
endmodule  
module alu(A,B,ALUControl,Result,Z,N,V,C);
input [31:0] A,B;
input [2:0]ALUControl;
output [31:0] Result;
output Z,N,V,C;
wire [31:0] a_and_b;
wire [31:0] a_or_b;
wire [31:0] not_b;
wire [31:0] mux_1;
wire [31:0] sum;
wire [31:0] mux_2;
wire cout;
wire [31:0] slt;
assign a_and_b = A & B;
assign a_or_b = A | B;
assign not_b = ~B;
assign mux_1 = (ALUControl[0]==1'b0) ? B : not_b;
assign  {cout , sum } = A + mux_1 + ALUControl[0]; 
assign slt = {31'b0000000000000000000000000000000,sum[31]};
assign mux_2 = (ALUControl[2:0]==3'b000)? sum :
 (ALUControl[2:0]==3'b001)? sum : 
 (ALUControl[2:0]==3'b010) ? a_and_b :
  (ALUControl[2:0]==3'b011)? a_or_b :
  (ALUControl[2:0]==3'b101) ?slt : 32'h00000000;
 assign Result = mux_2;
assign Z = &(~Result);  
assign N = Result[31];  
assign C = cout & (~ALUControl[1]);  
assign V = (~ALUControl[1]) & (A[31]^sum[31]) & (~(A[31] ^ B[31] ^ ALUControl[0]));
endmodule
module Data_Memory (A,WD3,clk,rst,WE,RD);
input [31:0] A,WD3;
input clk,rst,WE;
output [31:0] RD;
reg [31:0] Data_MEM [1023:0];
assign RD= (WE==1'b0) ? Data_MEM[A]: 32'h00000000;
always @(posedge clk) begin
    if(WE) begin  
        Data_MEM[A]<=WD3;
    end
end
initial begin
    Data_MEM[0] = 32'h00000000;
end
endmodule 
module Mux(a,b,s,c);
input [31:0] a,b;
input s;
output [31:0] c;
assign c = (~s) ? a : b ;
endmodule
module Mux_3_by_1 (a,b,c,s,d);
input [31:0] a,b,c;
input [1:0] s;
output [31:0] d;
assign d = (s==2'b00) ? a: (s==2'b01) ? b : (s==2'b10) ? c : 32'h00000000;
endmodule
module Pipeline_top (clk,rst);
input clk, rst;
wire PCSrcE, RegWriteW, ResultSrcW;
wire [4:0]  RDW;
wire [31:0] PCTargetE, InstrD, PCD, PCPlus4D, ResultW;
wire [31:0] PCPlus4W, ALU_ResultW, ReadDataW;
fetch_cycle Fetch (
                        .clk(clk), 
                        .rst(rst), 
                        .PCSrcE(PCSrcE), 
                        .PCTargetE(PCTargetE), 
                        .InstrD(InstrD), 
                        .PCD(PCD), 
                        .PCPlus4D(PCPlus4D)
                    );
execute_cycle execute (.clk(clk),
                       .rst(rst),
                       .InstrD(InstrD),
                       .PCD(PCD),
                       .PCPlus4D(PCPlus4D),
                       .ResultW(ResultW),
                       .RDW(RDW),
                       .RegWriteW(RegWriteW),
                       .ResultSrcW(ResultSrcW),
                       .ALUResultW(ALU_ResultW),
                       .ReadDataW(ReadDataW),
                       .PCPlus4W(PCPlus4W),
                       .PCSrcE(PCSrcE),
                       .PCTargetE(PCTargetE) );                                        
writeback_cycle WriteBack (
                        .clk(clk), 
                        .rst(rst), 
                        .ResultSrcW(ResultSrcW), 
                        .PCPlus4W(PCPlus4W), 
                        .ALUResultW(ALU_ResultW), 
                        .ReadDataW(ReadDataW), 
                        .ResultW(ResultW)
                    );                                            
endmodule 

===== run.sh =====
#!/bin/bash
# OpenROAD 26Q1-2900-gdf79404cd8, Yosys 0.63+post, stock flow scripts
make -C /OpenROAD-flow-scripts/flow DESIGN_CONFIG=/design/flow/config.mk WORK_HOME=/design/flow/orfs finish

===== config.mk =====
export PLATFORM = sky130hd
export DESIGN_NAME = Mux_3_by_1
export DESIGN_NICKNAME = Mux_3_by_1
export VERILOG_FILES = /design/flow/design.v
export SDC_FILE = /design/flow/constraint.sdc
export NUM_CORES = 4
export LEC_CHECK = 1
export CORE_AREA = 10 10 76 76
export DIE_AREA = 0 0 86 86

==> results_dict.tcl <==
# collected from the flow reports
set metrics [dict create \
    crit_fanout 20 \
    worstSetupPathType "in -> out" \
    fp-utilization 0.191 \
    slew_headroom 0.693 \
    p_switching_mw 0.0478 \
    cp-endpoint "d[20]" \
    ys_area_um2 787 \
    drt_first_iter_violations 3 \
    avgSynthCellArea_um2 10.2 \
    num_vias 1103 \
    grt_pass1_wl_um 6670 \
    crit_path_end_kind "primary output" \
    grtUsageTotal 0.110 \
    synth.distinct_cells 8 \
    worst_slew_pin_slew_ns 0.460 \
    maxSlewViolCount 0 \
    period_used_share 0.791 \
    die_width_um 86 \
    cts-resized-gates 0 \
    setup_viol_count_final 0 \
    postSynthCellCount 77 \
    arrival_ns 2.72 \
    hold-path-cell-count 3 \
    crit_required_ns 3.68 \
    switching_share 0.258 \
    ys_seq_frac 0 \
    final_cell_mix "clkdlybuf4s50_1, mux2i_1, o2bb2ai_1" \
    gr-total-overflow 0 \
    cts_hold_buf 0 \
    critPathLaunch "s[1]" \
    crit_chain "clkdlybuf4s50_1, nor2b_4, buf_4, o2bb2ai_1, clkdlybuf4s50_1" \
    num-clock-buffers 0 \
    diodes 0 \
    via_per_inst 4.45 \
    layout_top_cell "clkdlybuf4s50_1" \
    portBuffers 130 \
    finalWirelength_um 4440 \
    final_antenna_net_count 0 \
    synth.cell_area_um2 787 \
    max_stage_delay_ns 0.50 \
    flop-count 0 \
    area_growth_pct 162 \
    row_count 23 \
    max_cap_violations 0 \
    drc_errors 0 \
    dieArea_mm2 0.00740 \
    status "finished clean" \
    powerDensity_mw_per_mm2 90.0 \
    first_pass_iters 2 \
    grt_antenna_before_repair 0 \
    dpl.hpwl_um 3980 \
    tns_ns 0 \
    peakVddDrop_uv 58.1 \
    max_freq_mhz 275 \
    slowest_stage "clkdlybuf4s50_1" \
    grt_max_degree 33 \
    hold_path.class "in -> out" \
    cts_setup_buffers 0 \
    ys_warn_count 0 \
    hold_viol 0 \
    p_int_mw 0.137 \
    log.warning_count 32 \
    core_mm2 0.00412 \
    power_frac_clock 0 \
    drive_above_1_share 0.0758 \
    leakagePower_nw 0.785 \
    gp_congestion 0.781 \
    rsz0062_at_grt "no" \
    seq_area_um2 0 \
    wl_per_cell_um 17.9 \
    io_pins 130 \
    power_frac_seq 0 \
    ys_cells 77 \
    min_from "c[19]" \
    post_dp_cell_area_mm2 0.00206 \
    worst_path_most_repeated_cell "clkdlybuf4s50_1" \
    comb_power_share 1.000 \
    fp.dieH_um 86 \
    fin_area_mm2 0.00206 \
    grt_pass1_vias 1230 \
    final.min_clock_period_ns 3.64 \
    start_kind "input pin" \
]
## worst min path at each step
stage                   end  slack, ns
after CTS             d[19]       2.76
after global routing  d[19]       2.78
final                 d[19]       2.75
## cell usage after synthesis (all sizes together)
| cell type | instances | share of area |
|---|---|---|
| mux2i | 32 | 0.41 |
| o2bb2ai | 32 | 0.44 |
| buf | 10 | 0.13 |
| clkbuf | 2 | 0.0095 |
| nor2b | 1 | 0.017 |
## critical path, delay by kind of cell
kind            cells  cell delay [ns]
buf+inv             3             1.31
simple gates        1             0.32
compound gates      1             0.16
## metal layers
layer | part of all wire | global-route usage | up-vias | wire (um)
met2 | 0.53 | 0.208 | 66 | 2340
li1 | - | - | 563 | -
met5 | 0 | 0 | - | 0
met3 | 0.11 | 0.0458 | 4 | 490
met1 | 0.35 | 0.113 | 470 | 1550
met4 | 0.012 | 0.0120 | 0 | 54
## per-stage QoR
stage	util	setup WS (ns)	total power [mW]	hold WS, ns	instances
global route	0.500	0.825	0.199	2.78	248
detailed placement	0.500	0.935	0.189	2.76	248
CTS	0.500	0.928	0.189	2.76	248
floorplan	-	2.16	0.0549	1.90	77
finish	0.500	0.960	0.185	2.75	248
global placement	0.500	0.977	0.187	2.77	248
## cells by family (layout without fill, tap and decap cells)
| logic type | count (synthesis) | count (layout) | share of synthesized area |
|---|---|---|---|
| AND-OR/OR-AND | 32 | 32 | 0.436 |
| multiplexers | 32 | 32 | 0.407 |
| buffers and inverters | 12 | 133 | 0.140 |
| AND/OR/NAND/NOR | 1 | 1 | 0.0175 |
## power groups by stage
stage / combinational [mW] / clock (mW) / sequential (mW)
after CTS: 0.189 / 0 / 0
after global routing: 0.199 / 0 / 0
final: 0.185 / 0 / 0
## layout make-up
| class | instances | area (um2) |
|---|---|---|
| tap | 50 | 62.6 |
| multi-input combinational | 65 | 677 |
| fill | 388 | 2060 |
| timing repair buffer | 133 | 1320 |
Power and IR drop assume default switching activity.
